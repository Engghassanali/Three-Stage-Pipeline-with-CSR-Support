==> flow/design.v <==
module mux_I(sel_B,forwarded_B,Immediate_value,readData2);
    input logic[31:0]forwarded_B,Immediate_value;
    input logic sel_B;
    output logic[31:0]readData2;
    always_comb begin 
        case (sel_B)
            0:readData2 = forwarded_B;
            1:readData2 = Immediate_value; 
        endcase
    end
endmodule
module mux_LS(wb_sel_E,Alu_out_E,load,wdata,PC_E,csr_rdata);
    input logic[1:0]wb_sel_E;
    input logic[31:0]Alu_out_E,load,PC_E,csr_rdata;
    output logic[31:0]wdata;
    always_comb begin 
        case(wb_sel_E)
            2'b00:wdata = Alu_out_E;
            2'b01:wdata = load;
            2'b10:wdata = PC_E + 4;
            2'b11:wdata = csr_rdata;
        endcase
    end
endmodule
module Branch_Mux(sel_A,forwarded_A,PC_D,readData1);
    input logic[31:0]forwarded_A,PC_D;
    output logic[31:0]readData1;
    input logic sel_A;
    always_comb begin 
        case (sel_A)
            0: readData1 = forwarded_A;
            1: readData1 = PC_D; 
        endcase 
    end
endmodule
module Branch_taken(Alu_out,PC_br,br_taken,PC,epc,stall);
    input logic [31:0]Alu_out,PC,epc;
    input logic [1:0] br_taken;
    input logic stall;
    output logic [31:0] PC_br;
    always_comb begin 
        case (br_taken)
            2'b00: PC_br = (~stall) ? PC+4 : PC;
            2'b01: PC_br = Alu_out;
            2'b10: PC_br = epc; 
        endcase  
    end      
endmodule
module mux_forA(rdata1,Alu_out_E,for_A,forwarded_A);
    input logic [31:0]rdata1, Alu_out_E;
    input logic for_A;
    output logic[31:0] forwarded_A;
    always_comb begin 
        case (for_A)
            0: forwarded_A = rdata1;
            1: forwarded_A = Alu_out_E;  
        endcase
    end
endmodule
module mux_forB(rdata2,Alu_out_E,for_B,forwarded_B);
    input logic [31:0]rdata2, Alu_out_E;
    input logic for_B;
    output logic[31:0] forwarded_B;
    always_comb begin 
        case (for_B)
            0: forwarded_B = rdata2;
            1: forwarded_B = Alu_out_E;  
        endcase
    end
endmodule
==> flow/run.sh <==
#!/bin/bash
# OpenROAD 26Q1-2900-gdf79404cd8, Yosys 0.63+post, stock flow scripts
make -C /OpenROAD-flow-scripts/flow DESIGN_CONFIG=/design/flow/config.mk WORK_HOME=/design/flow/orfs finish
==> flow/config.mk <==
export PLATFORM = sky130hd
export DESIGN_NAME = mux_LS
export DESIGN_NICKNAME = mux_LS
export VERILOG_FILES = /design/flow/design.v
export SDC_FILE = /design/flow/constraint.sdc
export NUM_CORES = 4
export LEC_CHECK = 1
export CORE_AREA = 10 10 110 110
export DIE_AREA = 0 0 120 120
==> flow/constraint.sdc <==
current_design mux_LS

set clk_period 8.5
set clk_io_pct 0.2

create_clock -name clk0 -period $clk_period

set non_clock_inputs [all_inputs -no_clocks]
set_input_delay [expr $clk_period * $clk_io_pct] -clock clk0 $non_clock_inputs
set_output_delay [expr $clk_period * $clk_io_pct] -clock clk0 [all_outputs]
==> summary.txt <==
flow finished, numbers: drt pass-1 iters=4, antenna violations before repair=0, fraction of the core area occupied by cells at floorplan=14.77%, synthesized cell area=1444 um^2, status=finished clean, Required @ worst endpoint=6.80 ns, sequential-to-total area share from yosys stat=0%, ratio of cells with drive above 1 in the final layout=12.18%, routed via count=1928, Fin. Hold Viols=0, Setup TNS Final=0 ns, Die Size=14400 um^2, relative contribution of the clock network to total power=0%, Overflow after GRT=0, placed wire-length estimate after detailed placement=6.788 mm, gr usage total=10.18%, headroom to the max-slew limit=61.64%, area fraction of the dominant cell type after synthesis=42.11%, Die Wd=120 um, Max rail drop VDD=0.02573 mV, relative contribution of sequential cells to total power=0%, WL per Instance=17.09 um, number of max-capacitance violations reported=0, quantity of I/O buffers inserted on ports=162, core footprint=9774 um^2, final-layout clock buffer total=0, count of placed standard cells including taps=445, aggregate routed wire length=7.606 mm, pre-CTS worst setup slack=2.294 ns, wire length of the first global-routing pass=11.82 mm, hold buffer count at cts=0, CP Capture Type=primary output, number of slew-limit violations in the final report=0, post-CTS setup buffer count=0, WS Path Type=in -> out, area growth from synthesis to final layout=120.5%, largest fanout of any net on the critical path=7, DRT iter0 DRCs=72, post-route non-filler standard cell count=445, unrepaired setup endpoints after global routing=false, top-count cell post-synth=sky130_fd_sc_hd__mux4_2, sequential cell count of the final layout=0, switching power summed over all nets=38.86 uW, Int Pwr=106.7 uW, Power Dens Cells=45.73 nW/um^2, arrival time reported for the critical path endpoint=4.48 ns, maximum clock frequency=0.1617 GHz, setup violation total in the final timing report=0, count of yosys warnings during synthesis=1, die y size=120 um, I/O pin count=162, Leak Pwr=0.001099 uW, maximum number of pins on one net before global-route repair=40, pin slew with the least headroom to its limit=0.5755 ns, post-synthesis instance total=160, CP startpoint kind=input pin, count of inserted antenna diode cells=0, post-route clock period utilization=72.74%, antenna-violating nets left=0, stage-log warning count=32, vias in the first global route=2123, utilization of the core after routing=32.57%, Sequential Area=0 um^2, post-CTS sizing=0, cell taking the most area after synthesis=sky130_fd_sc_hd__mux4_2, Yosys chip area=1444 um^2, main area contributors after synthesis=sky130_fd_sc_hd__mux4_2 42%, sky130_fd_sc_hd__xnor2_1 8.5%, sky130_fd_sc_hd__xor2_1 7.9%, distinct cell type count after synthesis=30, worst min-delay path category=in -> out, site row count=36, top cells by instance count after synthesis=27 x sky130_fd_sc_hd__mux4_2, 20 x sky130_fd_sc_hd__nand2_1, 14 x sky130_fd_sc_hd__xnor2_1, fillcell total=1018, crit path time final=6.182 ns, min setup slack post-route=2.318 ns, total DRC errors in the routed layout=0, Mapped Avg Cell Area=9.024 um^2, vias per inst=4.333, combinational share of power=100.0%, net switching share of the total power=26.69%, cells in synth_stat.txt=160, global placement routability congestion=0.7931
## through the flow
stage / cell area (um^2) / total power (uW) / hold slack [ns]
2_1_floorplan: 1444 / 43.02 / 3.513
3_3_place_gp: 3183 / 147.0 / 4.402
3_5_place_dp: 3183 / 147.8 / 4.419
4_1_cts: 3183 / 148.4 / 4.424
5_1_grt: 3183 / 157.9 / 4.463
6_report: 3183 / 145.6 / 4.411
## metal layers
| layer | vias to the layer above | GRT usage, % | wire (um) |
|---|---|---|---|
| li1 | 937 | - | - |
| met1 | 885 | 13.71 | 3365 |
| met2 | 104 | 16.37 | 3439 |
| met3 | 2 | 3.522 | 773 |
| met4 | 0 | 0.3771 | 27 |
| met5 | - | 0 | 0 |
## kinds of logic (layout without fill, tap and decap cells)
kind of cell	count (synthesis)	in the layout	share of synthesized area [%]
mux	27	27	42.11
compound gates	15	15	6.933
simple gates	72	72	28.42
buf+inv	18	170	5.286
xor+xnor	27	27	16.38
fa+ha+maj	1	1	0.8664
## worst paths after layout
kind           from         to  slack (ns)  cells past startpoint
max        PC_E[16]  wdata[19]        2.32                      7
min   Alu_out_E[30]  wdata[30]        4.41                      4
## area by class of cell
cell class | instances | area (um^2) | share of cell area (%)
repair buffers | 164 | 1627 | 51.10
inverters | 6 | 22.52 | 0.7075
well taps | 133 | 166.4 | 5.228
multi-input cells | 142 | 1368 | 42.96
## power by group through the flow
stage / clock network [uW] / registers [uW] / logic (uW)
CTS: 0 / 0 / 148
global route: 0 / 0 / 158
finish: 0 / 0 / 146
## critical path: stages
cell and delay [ns]:
sky130_fd_sc_hd__clkdlybuf4s50_1 0.53, sky130_fd_sc_hd__nand2_1 0.25, sky130_fd_sc_hd__or4_1 0.76, sky130_fd_sc_hd__nor3_1 0.26, sky130_fd_sc_hd__xor2_1 0.10, sky130_fd_sc_hd__mux4_2 0.46
sky130_fd_sc_hd__clkdlybuf4s50_1 0.43
## cell usage in the layout (no fill, tap or decap), types with 3 or more instances in the layout
cell	instances
sky130_fd_sc_hd__nand4_2	3
sky130_fd_sc_hd__nor4_1	8
sky130_fd_sc_hd__inv_1	6
sky130_fd_sc_hd__nand2_1	20
sky130_fd_sc_hd__o21bai_1	3
sky130_fd_sc_hd__nor2_1	5
sky130_fd_sc_hd__nand4_1	5
sky130_fd_sc_hd__o21ai_0	6
sky130_fd_sc_hd__nand2b_1	3
sky130_fd_sc_hd__mux4_2	27
sky130_fd_sc_hd__nand3_1	11
sky130_fd_sc_hd__nor3_1	7
sky130_fd_sc_hd__clkdlybuf4s50_1	160
sky130_fd_sc_hd__xnor2_1	14
sky130_fd_sc_hd__xor2_1	13
sky130_fd_sc_hd__a22oi_1	3
Power is estimated from default activity; no workload was simulated.
